`config.mk`:
```
export PLATFORM = sky130hd
export DESIGN_NAME = MainController
export DESIGN_NICKNAME = MainController
export VERILOG_FILES = /design/flow/design.v
export SDC_FILE = /design/flow/constraint.sdc
export NUM_CORES = 4
export LEC_CHECK = 1
export CORE_UTILIZATION = 40
```
`design.v`:
```
`timescale 1ns / 1ps
module Divider(clk, reset, enable);
	input clk, reset ;
	output enable;
	reg enable;
	reg[24:0] clkCycleCount = 25'b0;
	parameter CLK_COUNT_AFTER_ONE_SECOND = 25'd2;
	parameter CLK_COUNT_ZERO = 25'b0 ;
	always @ (posedge clk)
	begin
		enable = 0;
		if(clkCycleCount==CLK_COUNT_AFTER_ONE_SECOND ||
		   reset==1)
			clkCycleCount <= CLK_COUNT_ZERO;
		else
			clkCycleCount <= clkCycleCount + 1;
		if ( clkCycleCount == CLK_COUNT_AFTER_ONE_SECOND )
			begin
				enable = 1;
				clkCycleCount <= CLK_COUNT_ZERO;
			end		
	end
endmodule
`timescale 1ns / 1ps
module FiniteStateMachine(clk ,reset , trafficSensor , pendingWalk ,reprogram , expired ,startTimer , timeParameter , resetWalk , lightSignal, state);
	 input clk ;
	input reset , trafficSensor , pendingWalk , reprogram , expired ;
	output startTimer ;
	output [1:0] timeParameter ;
	output resetWalk ;
	output [6:0] lightSignal;
	output [2:0] state;
	reg startTimer ;
	reg startTimer_trigered;
	reg [1:0] timeParameter;
	reg resetWalk ;
	reg [6:0] lightSignal;
	parameter ON = 1'b0 ;
	parameter OFF = 1'b1 ;
	parameter START_MAIN_GREEN = 0;
	parameter CONT_MAIN_GREEN_NO_TRAFFIC = 1;
	parameter CONT_MAIN_GREEN_TRAFFIC = 2;
	parameter MAIN_YELLOW = 3;
	parameter PEDESTRIAN_WALK = 4;
	parameter START_SIDE_GREEN = 5;
	parameter CONT_SIDE_GREEN_TRAFFIC = 6;
	parameter SIDE_YELLOW = 7;
	reg [2:0] state;
	parameter RED_MAIN 		= 7'b0000001;
	parameter YELLOW_MAIN 	= 7'b0000010;
	parameter GREEN_MAIN 	= 7'b0000100;
	parameter RED_SIDE 		= 7'b0001000;
	parameter YELLOW_SIDE 	= 7'b0010000;
	parameter GREEN_SIDE 	= 7'b0100000;
	parameter WALK 			= 7'b1000000;
	parameter BASE_SELECT = 2'b00 ;
	parameter EXT_SELECT = 2'b01 ;
	parameter YEL_SELECT = 2'b10 ;
	always @ ( posedge clk )
	begin
		startTimer <= 0;
		resetWalk <= 0;
		if(startTimer_trigered)
			begin
				startTimer <= 1;
				startTimer_trigered <= 0;
			end
		if ( reset || reprogram )
			begin
			startTimer_trigered <= 1;
			timeParameter <= BASE_SELECT ;
			state <= START_MAIN_GREEN ;
			end
		else if (~ expired )
			begin
			case ( state )
				START_MAIN_GREEN, CONT_MAIN_GREEN_NO_TRAFFIC, CONT_MAIN_GREEN_TRAFFIC :
					lightSignal <= GREEN_MAIN | RED_SIDE;
				MAIN_YELLOW :
					lightSignal <= YELLOW_MAIN | RED_SIDE;
				PEDESTRIAN_WALK :
					lightSignal <= RED_MAIN | RED_SIDE | WALK;
				START_SIDE_GREEN, CONT_SIDE_GREEN_TRAFFIC :
					lightSignal <= RED_MAIN | GREEN_SIDE;
				SIDE_YELLOW :
					lightSignal <= RED_MAIN | YELLOW_SIDE;
				default :
					lightSignal <= 7'b0000000;
			endcase
		end
		else if (expired)
			begin
			startTimer_trigered <= 1;
			case ( state )
				START_MAIN_GREEN :
					begin
						if ( trafficSensor )
							begin
								timeParameter <= EXT_SELECT ;
								state <= CONT_MAIN_GREEN_TRAFFIC ;
							end
						else
							begin
								timeParameter <= BASE_SELECT ;
								state <= CONT_MAIN_GREEN_NO_TRAFFIC ;
							end
					end
				CONT_MAIN_GREEN_NO_TRAFFIC,CONT_MAIN_GREEN_TRAFFIC :
					begin
						timeParameter <= YEL_SELECT ;
						state <= MAIN_YELLOW ;
					end
				MAIN_YELLOW :
					begin
						if ( pendingWalk )
							begin
								timeParameter <= EXT_SELECT ;
								state <= PEDESTRIAN_WALK ;
							end
						else
							begin
								timeParameter <= BASE_SELECT ;
								state <= START_SIDE_GREEN ;
							end
					end
				PEDESTRIAN_WALK :
					begin
						timeParameter <= BASE_SELECT ;
						state <= START_SIDE_GREEN ;
						resetWalk <= 1;
					end
				START_SIDE_GREEN :
					begin
						if ( trafficSensor )
							begin
								timeParameter <= EXT_SELECT ;
								state <= CONT_SIDE_GREEN_TRAFFIC ;
							end
						else
							begin
								timeParameter <= YEL_SELECT ;
								state <= SIDE_YELLOW ;
							end
					end
				CONT_SIDE_GREEN_TRAFFIC :
					begin
						timeParameter <= YEL_SELECT ;
						state <= SIDE_YELLOW ;
					end
				SIDE_YELLOW :
					begin
						timeParameter <= BASE_SELECT ;
						state <= START_MAIN_GREEN ;
					end
				default :
					begin
						state <= 8 ;  
					end
			endcase
		end
	end
endmodule
`timescale 1ns / 1ps
module LEDs(signal , r_m , y_m , g_m, r_s , y_s , g_s, walk);
	input [6:0] signal;
	output r_m , y_m , g_m, r_s , y_s , g_s, walk;
	parameter RED_MAIN 		= 7'b0000001;
	parameter YELLOW_MAIN 	= 7'b0000010;
	parameter GREEN_MAIN 	= 7'b0000100;
	parameter RED_SIDE 		= 7'b0001000;
	parameter YELLOW_SIDE 	= 7'b0010000;
	parameter GREEN_SIDE 	= 7'b0100000;
	parameter WALK 			= 7'b1000000;
	parameter ON = 1;
	parameter OFF = 0;
	reg r_m = OFF;
	reg y_m = OFF;
	reg g_m = OFF;
	reg r_s = OFF;
	reg y_s = OFF;
	reg g_s = OFF;
	reg walk = OFF;
	always @ ( signal )
	begin
		if (signal & RED_MAIN)
			begin
				r_m <= ON;
			end
		else
			begin
				r_m <= OFF;
			end
		if (signal & YELLOW_MAIN)
			begin
				y_m <= ON;
			end
		else
			begin
				y_m <= OFF;
			end
		if (signal & GREEN_MAIN)
			begin
				g_m <= ON;
			end
		else
			begin
				g_m <= OFF;
			end
		if (signal & RED_SIDE)
			begin
				r_s <= ON;
			end
		else
			begin
				r_s <= OFF;
			end
		if (signal & YELLOW_SIDE)
			begin
				y_s <= ON;
			end
		else
			begin
				y_s <= OFF;
			end
		if (signal & GREEN_SIDE)
			begin
				g_s <= ON;
			end
		else
			begin
				g_s <= OFF;
			end
		if (signal & WALK)
			begin
				walk <= ON;
			end
		else
			begin
				walk <= OFF;
			end			
	end
endmodule
`timescale 1ns / 1ps
module MainController(clk,
						 reset,
						 trafficSensor, walkRequest,
						 reprogram, timeSelector, timeValue,
						 redMain, yellowMain, greenMain,
						 redSide, yellowSide, greenSide,
						 walkLight 
);
	input clk;
	input reset;
	input trafficSensor, walkRequest;
	input reprogram;
	input[1:0] timeSelector;
	input[3:0] timeValue;
	output redMain, yellowMain, greenMain;
	output redSide, yellowSide, greenSide;
	output walkLight;
	wire resetSync, trafficSensorSync, walkRequestSync, reprogramSync;
	wire WR_Reset, WR;
	wire startTimer, expired, dividerEnable;
	wire[3:0] out_Value_TimeParm;
	wire[1:0] interval;
	wire[6:0] lightSignal;
	Synchronizer syncReset(.clk(clk),
								   .in(reset),
								   .out(resetSync));
	Synchronizer syncTrafficSensor(.clk(clk),
								   .in(trafficSensor),
								   .out(trafficSensorSync));
	Synchronizer syncWalkRequest(.clk(clk),
								   .in(walkRequest),
								   .out(walkRequestSync));
	Synchronizer syncReprogram(.clk(clk),
								   .in(reprogram),
								   .out(reprogramSync));
	WalkRegister walkRegister(.clk(clk),
					.reset(resetSync),
					.WR_Sync(walkRequestSync),
					.WR_Reset(WR_Reset),
					.WR(WR));
	FiniteStateMachine fsm(.clk(clk),
									.reset(resetSync),
									.trafficSensor(trafficSensorSync),
									.pendingWalk(WR),
									.reprogram(reprogramSync),
									.expired(expired),
									.startTimer(startTimer),
									.timeParameter(interval),
									.resetWalk(WR_Reset),
									.lightSignal(lightSignal),
									.state(state));
	LEDs lights(.signal(lightSignal),
					.r_m(redMain),
					.y_m(yellowMain),
					.g_m(greenMain),
					.r_s(redSide),
					.y_s(yellowSide),
					.g_s(greenSide),
					.walk(walkLight));
	TimeParameters timeParameter(.clk(clk),
						.reset(resetSync),
						.selector(timeSelector),
						.in_Value(timeValue),
						.sync_Reprogram(reprogramSync),
						.interval(interval),
						.out_Value(out_Value_TimeParm));
	Divider divider(.clk(clk),
						.reset(resetSync),
						.enable(dividerEnable));
	Timer timer(.clk(clk),
				.reset(resetSync),
				.parm_Value(out_Value_TimeParm),
				.enable(dividerEnable),
				.startTimer(startTimer),
				.expired(expired));
endmodule
`timescale 1ns / 1ps
module Synchronizer(clk,in,out);
  parameter NSYNC = 2;   
  input clk;
  input in;
  output out;
  reg [NSYNC-2:0] sync;
  reg out;
  always @ (posedge clk)
  begin
    {out,sync} <= {sync[NSYNC-2:0],in};
  end
endmodule
`timescale 1ns / 1ps
module TimeParameters(clk, reset, selector, in_Value, sync_Reprogram,
						    interval, out_Value);
	input clk, sync_Reprogram, reset;
	input[1:0] selector;
	input[1:0] interval;
	input[3:0] in_Value;
	output[3:0] out_Value;
	reg[3:0] out_Value;
	parameter BASE_PARAMETER 	= 2'b00;
	parameter EXT_PARAMETER 	= 2'b01;
	parameter YEL_PARAMETER 	= 2'b10;
	parameter DEFAULT_BASE 	= 4'b0110;
	parameter DEFAULT_EXT 	= 4'b0011;
	parameter DEFAULT_YEL 	= 4'b0010;
	reg[3:0] BASE_VALUE = 4'b0110;
	reg[3:0] EXT_VALUE = 4'b0011;
	reg[3:0] YEL_VALUE = 4'b0010;
	always @ (posedge clk)
	begin
		if(reset)
			begin
				BASE_VALUE <= DEFAULT_BASE;
				EXT_VALUE <= DEFAULT_EXT;
				YEL_VALUE <= DEFAULT_YEL;
			end
		else if(sync_Reprogram)
			begin
				case(selector)
					BASE_PARAMETER: BASE_VALUE <= (in_Value !== 4'b0000) ? in_Value : DEFAULT_BASE;
					EXT_PARAMETER: EXT_VALUE <= (in_Value !== 4'b0000) ? in_Value : DEFAULT_EXT;
					YEL_PARAMETER: YEL_VALUE <= (in_Value !== 4'b0000) ? in_Value : DEFAULT_YEL;
					default:
						begin
							BASE_VALUE <= DEFAULT_BASE;
							EXT_VALUE <= DEFAULT_EXT;
							YEL_VALUE <= DEFAULT_YEL;
						end
				endcase
			end	
		case(interval)
			BASE_PARAMETER: out_Value <= BASE_VALUE;
			EXT_PARAMETER: out_Value <= EXT_VALUE;
			YEL_PARAMETER: out_Value <= YEL_VALUE;
		endcase	
	end
endmodule
`timescale 1ns / 1ps
module Timer(clk, reset, parm_Value, enable, startTimer, expired);
	input clk, reset, startTimer, enable;
	input[3:0] parm_Value;
	output expired;
	reg expired;
	reg[3:0] time_parm;
	always @ (posedge clk)
	begin
		expired <= 0;
		if(reset)
			begin
				expired <= 0;
			end
		else if(startTimer)
			begin
				expired <= 0;
				if(parm_Value == 4'b0000)
					begin
						expired <= 1;
					end
				else
					begin
					time_parm <= parm_Value;
					end
			end
		else if (enable)
			begin
				expired <= (time_parm==4'b0010);
				time_parm <= time_parm - 1;
			end
	end
endmodule
`timescale 1ns / 1ps
module WalkRegister(clk, reset, WR_Sync, WR_Reset, WR);
	input clk, reset, WR_Reset, WR_Sync;
	output WR;
	reg WR;
	always @ ( posedge clk )
	begin
		WR <= (WR_Reset || reset) ? 0 :
			WR ? WR : WR_Sync;
	end
endmodule
```
`constraint.sdc`:
```
current_design MainController

set clk_period 3.9
set clk_io_pct 0.2

create_clock -name clk0 -period $clk_period [get_ports {clk}]

set non_clock_inputs [all_inputs -no_clocks]
set_input_delay [expr $clk_period * $clk_io_pct] -clock clk0 $non_clock_inputs
set_output_delay [expr $clk_period * $clk_io_pct] -clock clk0 [all_outputs]
```
`run.sh`:
```
#!/bin/bash
# OpenROAD 26Q1-2900-gdf79404cd8, Yosys 0.63+post, stock flow scripts
make -C /OpenROAD-flow-scripts/flow DESIGN_CONFIG=/design/flow/config.mk WORK_HOME=/design/flow/orfs finish
```
==> GITHUB_STEP_SUMMARY <==
### Flow metrics

| Metric | Value |
|---|---|
| Tool warnings | 32 |
| CTS tree | built |
| Leak | 0.00123 uW |
| 1st-iter DRT viols | 52 |
| Crit path max fanout | 8 |
| Drt first pass iters | 5 |
| CTS HTree Levels | 3 |
| Max-area cell share | between 30 and 40% |
| Psw | around 340 uW |
| Final wirelength | 5.58 mm |
| Max Transition Viols Final | 0 |
| Total die area | 7990 sq um |
| DRC Markers | 0 |
| Fmax | 440 MHz |
| Startpoint types | primary input |
| Num CTS Buffers | 9 |
| Gr ovfl total | 0 |
| WP data required | between 4 and 5 ns |
| Initial antenna violation count | 0 |
| Clk sinks | 72 |
| Post-cts sizing count | 0 |
| Sw Ratio | 23.2% |
| DP HPWL | ~3.8 mm |
| Clock latency on the worst-skew pair | around 0.34 ns |
| Synth Instances | 319 |
| Area grow syn2layout | 15.2% |
| Clock skew | 0.00837 ns |
| Slew @ Worst Pin | 0.859 ns |
| P_int | roughly 1100 uW |
| Power Density | approximately 410 nW/um^2 |
| Mean Syn Cell Area | approximately 9.6 sq um |
| Ports | 18 |
| Cell Area, Synth | 3050 sq um |
| Via count | 2306 |
| Unique cell type count in the Yosys netlist | 43 |
| Unrepaired setup endpoints after global routing | false |
| Synth flops | 72 |
| Minimum clock period | 2.27 ns |
| M1 WL | 2.76 mm |
| Die Width | approximately 89 um |
| Gpl congestion | around 0.86 |
| Setup CP Type | primary input to register |
| Number of enable flip-flop cells | 15 |
| Combinational power share | approximately 5.8% |
| Vias in the first global route | between 2k and 2.5k |
| Total power draw | ~1400 uW |
| Die Height | around 89 um |
| WP data arrival | 2.50 ns |
| Via density | between 5 and 6 |
| Tcrit/Tclk final | between 50% and 60% |
| Synth area leader | dfxtp_1 |
| Sequential share of the synthesized area | a little over half |
| Metal2 WL | roughly 2.5 mm |
| Sequential power share | 55.0% |
| Yosys warns | 9 |
| Top cells, area | dfxtp_1 37%, edfxtp_1 15%, ha_1 4.5% |
| First-pass GRT wire length | 9.38 mm |
| Setup Viol. Count Final | 0 |
| Clk root buf | clkbuf_8 |
| Top sig layer | met4 |
| Post-route ant nets | 0 |
| Total Neg Setup Slack | 0 ns |
| Synth async-reset ratio | 0% |
| Clock power share | 39.2% |
| Rel. slew slack | 42.2% |
| Max-Cap Viols | 0 |
| Clock slew at reported path FFs | 0.08 ns |
| Rows | 31 |
| Endpoint class of the critical path | register |
| Dominant register cell | dfxtp_1 |
| Metal3 WL | ~230 um |
| Setup bufs post-CTS | 0 |
| Buffers added on ports | 17 |
| Yosys chip area | 3050 sq um |
| # hold bufs at CTS | 0 |
| Fp_density | 41.6% |
| WL/cell | 12.6 um |
| Core ar. | 7330 sq um |
| Worst vdd ir | 0.174 mV |
| Largest net degree at the start of global routing | 19 |
| Yosys cell count | 319 |
| Number of diodes | 0 |
| Gr usage total | 15.5% |
| Outcome | completed |
| Hold Slack | 0.330 ns |
| HP Class | register to register |
| Hold Fails Final Rpt | 0 |
| Share of layout cells above drive strength 1 | about 8.4% |
| Clock tree buffer depth | 2 |
-- layout by cell type (no fill, tap or decap), drive strengths merged, types with 2 or more instances in the layout --
cell | synthesis | final
dfxtp | 57 | 57
nand2 | 35 | 35
nor2 | 34 | 34
a21oi | 17 | 17
clkdlybuf4s50 | 0 | 17
edfxtp | 15 | 15
nor4 | 14 | 14
nand3 | 14 | 14
inv | 13 | 13
xnor2 | 12 | 12
o21ai | 12 | 12
ha | 11 | 11
clkbuf | 9 | 11
nor3 | 10 | 10
nand4 | 6 | 6
nand2b | 5 | 5
a22oi | 5 | 5
xor2 | 4 | 4
or3 | 4 | 4
a31o | 4 | 4
and3 | 3 | 3
o22ai | 3 | 3
or3b | 3 | 3
mux2i | 3 | 3
a31oi | 3 | 3
buf | 1 | 3
or4 | 3 | 3
and2 | 2 | 2
mux2 | 2 | 2
nor4b | 2 | 2
nor3b | 2 | 2
o31ai | 2 | 2
clkinvlp | 0 | 2
clkinv | 0 | 2
-- final timing paths --
kind | end | cells past startpoint | start | slack, ns
min | syncWalkRequest.out | 0 | syncWalkRequest.sync | 0.33
max | timeParameter.EXT_VALUE[0] | 6 | timeSelector[0] | 1.63
max reg2reg | divider.clkCycleCount[18] | 4 | divider.clkCycleCount[4] | 1.68
min reg2reg | syncWalkRequest.out | 0 | syncWalkRequest.sync | 0.33
-- power groups by stage --
| stage | Clock [uW] | Sequential [uW] | Combinational, uW |
|---|---|---|---|
| after CTS | 579 | 797 | 84.4 |
| after global routing | 610 | 800 | 94.2 |
| final | 567 | 797 | 84.4 |
-- registers in the layout (all words and copies together), names as in the netlist --
signal	cells
syncReprogram.out	1
timeParameter.out_Value	4
fsm.lightSignal	7
syncTrafficSensor.out	1
fsm.timeParameter	3
walkRegister.WR	1
syncReset.out	1
timeParameter.BASE_VALUE	4
syncWalkRequest.sync	1
fsm.startTimer	1
syncTrafficSensor.sync	1
fsm.resetWalk	1
syncWalkRequest.out	1
timeParameter.YEL_VALUE	4
divider.clkCycleCount	25
fsm.state	3
timer.time_parm	4
syncReprogram.sync	1
timeParameter.EXT_VALUE	4
divider.enable	1
fsm.startTimer_trigered	1
syncReset.sync	1
timer.expired	1
-- cell usage after synthesis, types with 4 or more instances --
library cell	count
xnor2_1	12
ha_1	11
inv_1	13
o21ai_0	12
nor4_1	14
clkbuf_1	9
nand2b_1	5
a22oi_1	5
nand4_1	4
edfxtp_1	15
dfxtp_1	57
nor3_1	10
nand3_1	13
nor2_1	34
a21oi_1	17
xor2_1	4
a31o_2	4
nand2_1	35
or3_1	4
-- routing by layer --
layer	track usage, %	up-vias
met5	0	-
met4	2.74	0
met3	2.62	11
met2	24.4	60
met1	23.6	1053
li1	-	1182
-- worst max-delay path, stage by stage --
cell and delay [ns]:
clkdlybuf4s50_1 0.48, inv_1 0.06, ha_1 0.28, or3b_2 0.50
nor4b_1 0.27, o21ai_0 0.12
-- layout make-up --
cell class / count / area (sq um)
flip-flops and latches: 72 / 1590
clock inverters: 5 / 57.6
clock buffers: 11 / 131
inverters: 13 / 48.8
fillers: 675 / 3810
repair buffers: 20 / 193
well taps: 99 / 124
multi-input cells: 224 / 1370
-- logic make-up after synthesis --
family	synth area share, %
AOI/OAI and AO/OA	10.0
buffers and inverters	2.95
muxes	1.72
adders and majority gates	4.51
and+or+nand+nor	24.1
DFF	52.1
xor gates and xnor gates	4.59
-- through the flow --
stage / utilization, % / cells / worst slack [ns] / area (sq um)
after detailed placement: 45.4 / 428 / 1.31 / 3330
after CTS: 48.0 / 444 / 1.65 / 3520
final: 48.0 / 444 / 1.63 / 3520
after global placement: 45.4 / 428 / 1.35 / 3330
after floorplan: - / 319 / 1.93 / 3050
after global routing: 48.0 / 444 / 1.48 / 3520
No activity file was given, so power comes from the tool's default toggle rates.
