$ cat design/flow/design.v
`timescale 1ns / 1ps
module Debouncer(reset, clk, noisy, clean);
   parameter DELAY = 3;    
   input reset, clk, noisy;
   output clean;
   reg [18:0] count;
   reg new, clean;
   always @(posedge clk)
     if (reset)
       begin
		  count <= 0;
		  new <= noisy;
		  clean <= noisy;
       end
     else if (noisy != new)
       begin
			new <= noisy;
			count <= 0;
       end
     else if (count == DELAY)
       clean <= new;
     else
       count <= count+1;
endmodule
$ cat design/flow/run.sh
#!/bin/bash
# OpenROAD 26Q1-2900-gdf79404cd8, Yosys 0.63+post, stock flow scripts
make -C /OpenROAD-flow-scripts/flow DESIGN_CONFIG=/design/flow/config.mk WORK_HOME=/design/flow/orfs finish
$ cat design/flow/config.mk
export PLATFORM = sky130hd
export DESIGN_NAME = Debouncer
export DESIGN_NICKNAME = Debouncer
export VERILOG_FILES = /design/flow/design.v
export SDC_FILE = /design/flow/constraint.sdc
export NUM_CORES = 4
export LEC_CHECK = 1
export CORE_AREA = 10 10 80 80
export DIE_AREA = 0 0 90 90
$ cat design/flow/constraint.sdc
current_design Debouncer

set clk_period 4.0
set clk_io_pct 0.2

create_clock -name clk0 -period $clk_period [get_ports {clk}]

set non_clock_inputs [all_inputs -no_clocks]
set_input_delay [expr $clk_period * $clk_io_pct] -clock clk0 $non_clock_inputs
set_output_delay [expr $clk_period * $clk_io_pct] -clock clk0 [all_outputs]
==> qor.txt <==
Synth Cell Area -> 1040 µm²
most numerous logic cell after layout -> dfxtp_1
Final WS setup -> 1.59 ns
maximum vdd drop -> 180 µV
Routed WL per cell -> 9.35 µm
Final Util -> 0.252
Latency at later pin -> 0.25 ns
Mean Syn Cell Area -> 9.28 µm²
Longest Clk Path Bufs -> 2
HPWL after detailed placement -> 1240 µm
Top FF cell, synth -> dfxtp_1
crit path max-delay cell type -> clkinv_1
Die X -> 90 µm
cell count of the worst hold path -> 2
die area -> 8100 µm²
FMAX -> 415 MHz
stage-log warning count -> 25
startpoint types -> input pin
FILL cells -> 503
P per Cell Area -> 313 nW/µm²
Max transition margin -> 0.648
Final Max Tran Viols -> 0
status -> complete, no violations
routed vias -> 748
gr ovfl total -> 0
Die Y-Extent -> 90 µm
Logic cell area -> 563 µm²
min-delay src -> count[13]$_SDFFE_PP0P_
CP Cell Sequence -> clkdlybuf4s50_1, xor2_1, nor2_1, clkinv_1, a21oi_1, o211a_1
Floorplan Utilization -> 0.220
Routed Antenna Nets -> 0
post-CTS sizing -> 0
cell row count -> 25
routed vias/inst -> 4.07
cycle use final -> 0.602
most numerous logic cells after layout -> dfxtp_1 (19), nor2_1 (15), nand2_1 (8), xnor2_1 (8)
CP max stage delay -> 0.51 ns
cells after synthesis -> 112
Storage cell area -> 440 µm²
clk slew on worst S/H paths -> 0.07 ns
critical path class -> input pin to register
asr flop ratio synth -> 0
initial antenna violation count -> 0
final hold vios -> 0
RSZ-0062 raised after global routing -> false
Seq share, synth -> 0.424
Syn-to-layout area delta -> 14.3%
Post-synth EDFFs -> 2
largest net degree at the start of global routing -> 19
TritonRoute pass-1 iters -> 4
CTS H-tree depth -> 1
library cells used by synthesis -> 34
dpl ws -> 1.31 ns
crit path capture type -> register
fin crit period -> 2.41 ns
Req. time, crit path -> 4.20 ns
FF-to-FF setup slack -> 2.15 ns
Sinks on Clock Net -> 21
synthesis-stage register bit count -> 21
Hold Path Sink -> count[13]$_SDFFE_PP0P_
core area -> 4720 µm²
# Post-CTS Setup Buffers -> 0
WL final -> 1720 µm
Residual DRC -> 0
CP Data Arrival Time -> 2.61 ns
reg2reg path depth -> 5
Leakage -> 0.399 nW
FF-to-FF Start -> new$_DFFE_PP_
first-pass GRT wire length -> 3110 µm
RePlAce Congestion -> 0.807
CTS tree -> built
Layout Skew -> 0.00418 ns
Max-cap violations -> 0
Iteration-0 DRC Markers -> 32
fraction of layout cells with a size suffix above 1 -> 0.0940
# hold bufs at CTS -> 0
Num CTS Buffers -> 3
number of cells in Yosys stat -> 112
Fin Setup TNS -> 0 ns
r2r endpoint -> count[17]$_SDFFE_PP0P_
boundary pin count -> 4
final setup violation count -> 0
vias in the first global route -> 684
Worst-Margin Slew -> 0.525 ns
ANT cells -> 0
Hold WC Path Type -> register to register
GRT Overall Usage -> 0.0419
yosys stat chip area -> 1040 µm²
Ys Warns -> 1
Worst Path Max Fanout -> 18
clk root buf -> clkbuf_8
Port Buf Inserts -> 3
Yosys cell counts, types with 2 or more instances:
library cell | number | area [µm²]
dfxtp_1 | 19 | 380
nor2_1 | 15 | 56.3
nand2_1 | 8 | 30.0
xnor2_1 | 8 | 70.1
inv_1 | 6 | 22.5
nand3_1 | 6 | 30.0
nor3_1 | 5 | 25.0
a21oi_1 | 4 | 20.0
mux2i_1 | 4 | 40.0
nor4_1 | 4 | 25.0
o31ai_1 | 3 | 22.5
xor2_1 | 3 | 26.3
and3_1 | 2 | 12.5
buf_2 | 2 | 10.0
edfxtp_1 | 2 | 60.1
nor3_2 | 2 | 20.0
or3_1 | 2 | 12.5
how the worst max path moves through the flow:
| stage | startpoint | endpoint | slack (ns) | cells past startpoint |
|---|---|---|---|---|
| CTS | noisy | count[17]$_SDFFE_PP0P_ | 1.59 | 6 |
| global route | noisy | count[2]$_SDFFE_PP0P_ | 1.36 | 5 |
| finish | noisy | count[17]$_SDFFE_PP0P_ | 1.59 | 6 |
layer usage:
| layer | track usage | share of wire | vias to the layer above |
|---|---|---|---|
| met4 | 0.0119 | 0.020 | 0 |
| met3 | 0.00335 | 0.012 | 2 |
| met1 | 0.0627 | 0.55 | 330 |
| li1 | - | - | 410 |
| met2 | 0.0630 | 0.42 | 6 |
| met5 | 0 | 0 | - |
cell type report:
cell class / count / share of cell area
Multi-Input combinational cell: 82 / 0.474
Sequential cell: 21 / 0.371
Tap cell: 67 / 0.0705
Clock buffer: 4 / 0.0379
Timing Repair Buffer: 3 / 0.0253
Inverter: 7 / 0.0221
report_power, final:
group / switching [mW] / total, mW / leakage [nW] / internal, mW
Sequential: 0.00328 / 0.220 / 0.173 / 0.216
Clock: 0.0630 / 0.134 / 0.0228 / 0.0708
Combinational: 0.0111 / 0.0190 / 0.203 / 0.00783
Total: 0.0774 / 0.372 / 0.399 / 0.295
worst max-delay path, delay by kind of cell:
kind	cells	cell delay, ns
AOI/OAI and AO/OA	2	0.44
xor gates and xnor gates	1	0.17
buffers and inverters	2	0.95
and+or+nand+nor	1	0.25
kinds of logic after synthesis:
group                    Yosys count  share of synthesized area
AND-OR/OR-AND                     11                     0.0710
XOR/XNOR                          11                     0.0927
adder cells (fa/ha/maj)            1                     0.0120
buffers and inverters              9                     0.0349
flip-flops                        21                      0.424
multiplexers                       5                     0.0493
AND/OR/NAND/NOR                   54                      0.316
sequential cells by signal (all words and copies together), names as in the netlist:
signal  cells
new         1
clean       1
count      19
metrics by stage:
stage	instances	hold WS (ns)	power [mW]	area, µm²
6_report	184	0.504	0.372	1190
5_1_grt	184	0.531	0.390	1190
4_1_cts	184	0.507	0.378	1190
3_5_place_dp	180	0.498	0.243	1140
3_3_place_gp	180	0.499	0.244	1140
2_1_floorplan	112	0.465	0.236	1040
No activity file was given, so power comes from the tool's default toggle rates.
